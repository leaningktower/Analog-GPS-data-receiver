`flow/config.mk`:
```
export PLATFORM = sky130hd
export DESIGN_NAME = top
export DESIGN_NICKNAME = top
export VERILOG_FILES = /design/flow/design.v
export SDC_FILE = /design/flow/constraint.sdc
export NUM_CORES = 4
export LEC_CHECK = 1
export CORE_UTILIZATION = 30
```
`flow/constraint.sdc`:
```
current_design top

set clk_period 4.6
set clk_io_pct 0.2

create_clock -name clk0 -period $clk_period [get_ports {clk}]
create_clock -name clk1 -period $clk_period [get_ports {ifin}]

set non_clock_inputs [all_inputs -no_clocks]
set_input_delay [expr $clk_period * $clk_io_pct] -clock clk0 $non_clock_inputs
set_output_delay [expr $clk_period * $clk_io_pct] -clock clk0 [all_outputs]
```
`flow/design.v`:
```
module CAgenerator (
    input wire clk, rst, caclki, caclkq,
    input wire [4:0] sat,
    input wire dither, dataclkrst,
    output CAcode, ditherCAcode,
	  output epoch, dataclk
);
    wire codeout;
    wire epoch;
    reg [9:0] satxor [0:31];
    initial begin
      satxor[0] <= 10'h022;
      satxor[1] <= 10'h044;
      satxor[2] <= 10'h088;
      satxor[3] <= 10'h110;
      satxor[4] <= 10'h101;
      satxor[5] <= 10'h202;
      satxor[6] <= 10'h081;
      satxor[7] <= 10'h102;
      satxor[8] <= 10'h204;
      satxor[9] <= 10'h006;
      satxor[10] <= 10'h00c;
      satxor[11] <= 10'h030;
      satxor[12] <= 10'h060;
      satxor[13] <= 10'h0c0;
      satxor[14] <= 10'h180;
      satxor[15] <= 10'h300;
      satxor[16] <= 10'h009;
      satxor[17] <= 10'h012;
      satxor[18] <= 10'h024;
      satxor[19] <= 10'h048;
      satxor[20] <= 10'h090;
      satxor[21] <= 10'h120;
      satxor[22] <= 10'h005;
      satxor[23] <= 10'h028;
      satxor[24] <= 10'h050;
      satxor[25] <= 10'h0a0;
      satxor[26] <= 10'h140;
      satxor[27] <= 10'h280;
      satxor[28] <= 10'h021;
      satxor[29] <= 10'h042;
      satxor[30] <= 10'h084;
      satxor[31] <= 10'h108;
    end
    wire [9:0] pseudo1, pseudo2;
    wire pseudo_in1, pseudo_in2;
    wire [1:0] dlyline_code;
    assign pseudo_in1 = ^(pseudo1 & 10'h204);
    assign pseudo_in2 = ^(pseudo2 & 10'h3a6);
    shiftreg #(10) the_shiftreg1(.clk(clk), .rst(rst), .shift(caclki), .d(10'h3ff), .serial_in(pseudo_in1), .q(pseudo1));
    shiftreg #(10) the_shiftreg2(.clk(clk), .rst(rst), .shift(caclki), .d(10'h3ff), .serial_in(pseudo_in2), .q(pseudo2));
    assign CAcode = (^(pseudo1 & 10'h200))^(^(pseudo2 & satxor[sat]));   
    assign epoch = & pseudo1;
	  shiftreg #(2)  code_reg(.clk(clk), .rst(rst), .shift(caclki^caclkq), .d(2'h3), .serial_in(CAcode), .q(dlyline_code));
    assign ditherCAcode = (dither) ? dlyline_code[1] : dlyline_code[0];
    edgetopulse epochpulsetoedge(.clk(clk), .sig(epoch), .pe(epochedge));
    edgetopulse2 dataclkresetpulsetoedge(.clk(clk), .sig(dataclkrst), .pe(dataclkrstedge));
    counter #(20) data_ctr(.clk(clk), .rst(dataclkrstedge), .en(epochedge), .cnt(), .co(dataclk));
endmodule
module CAtracker (
  input wire clk, rst,
  input wire codesign, codetrack,
  input wire dataclkrst,
  input wire [4:0] sat,
  output dither,
  output CAcode, ditherCAcode,
  output epoch, dataclk, ci,
  output codeNCOud,
  output reg data
);
counter #(384)
  counter64k (.clk(clk), .rst(rst), .en(1'b1), .cnt(), .co(clk64k));  
counter #(767)
  counter32k (.clk(clk), .rst(rst), .en(1'b1), .cnt(), .co(clk32k));  
wire intclk, ud;
assign intclk = codetrack ? clk32k : clk64k;
assign codeNCOud = codesign ^ dither;
assign ud = codetrack ? codeNCOud : 1'b1;
intcounter #(256)
  codeintcounter (.clk(clk), .rst(rst), .en(intclk), .ud(ud), .add(add), .sub(sub));  
ncocounter #(24)
  nco (.clk(clk), .rst(rst), .adv(add), .ret(sub), .cq(cq), .ci(ci));  
CAgenerator pagenerator(
  .clk(clk), .rst(rst), .caclki(ci), .caclkq(cq),
  .sat(sat),
  .dither(dither),
  .dataclkrst(dataclkrst),
  .CAcode(CAcode), .ditherCAcode(ditherCAcode),
  .epoch(epoch), .dataclk(dataclk)
  );
edgetopulse epochpulsetoedge(.clk(clk), .sig(epoch), .pe(epochedge));
reg [2 : 0] cnt;
always @(posedge clk) begin
    if(rst) cnt <= 0;
    else if(epochedge) begin
        if(cnt < 5) cnt = cnt + 1'b1;
        else cnt <= 0;
    end
end
assign dither = (cnt < 3);
edgetopulse2 dataclkresetpulsetoedge(.clk(clk), .sig(dataclkrst), .pe(dataclkrstedge));
always @(posedge clk) begin
    if(rst) data <= 0;
    else if(dataclkrstedge) begin
        data <= ~data;
    end
end
endmodule
module SPIslave (
    input wire clk,
    input wire SCK, SSEL, MOSI,
    output MISO,
    input wire [11:0] iffreq,
    input wire [9:0]  pwmvalue,
    output [4:0]  satset,
    output reg [11:0] dopset,
    output reg [9:0]  pwmset
);
initial begin
  satset_r <= 6'd0;
  dopset   <= 12'd0;
  pwmset   <= 10'd0;
end
reg [2:0] SCKr;  always @(posedge clk) SCKr <= {SCKr[1:0], SCK};
wire SCK_risingedge = (SCKr[2:1]==2'b01);
wire SCK_fallingedge = (SCKr[2:1]==2'b10);
reg [2:0] SSELr;  always @(posedge clk) SSELr <= {SSELr[1:0], SSEL};
wire SSEL_active = ~SSELr[1];
wire SSEL_startmessage = (SSELr[2:1] == 2'b10);
wire SSEL_endmessage = (SSELr[2:1] == 2'b01);
reg [1:0] MOSIr;  always @(posedge clk) MOSIr <= {MOSIr[0], MOSI};
wire MOSI_data = MOSIr[1];
reg [4:0] bitcnt;
reg byte_received;
reg [23:0] byte_data_received;
always @(posedge clk) begin
    if(~SSEL_active) begin
        bitcnt <= 0;
    end
    else if(SCK_risingedge) begin
        bitcnt <= bitcnt + 1;
        byte_data_received <= {byte_data_received[22:0], MOSI_data};
    end
end
always @(posedge clk) byte_received <= SSEL_active && SCK_risingedge && (bitcnt == 5'd23);
reg [23:0] byte_data_sent;
always @(posedge clk) begin
    if(SSEL_active) begin
        if(SSEL_startmessage) begin
            if (last_byte_data_received[23:16] == 8'd4) begin
                byte_data_sent <= {8'd4, 6'd0, pwmvalue};
            end
            else if(last_byte_data_received[23:16] == 8'd5) begin
                byte_data_sent <= {8'd5, 4'd0, iffreq};
            end
        end
        else if(SCK_fallingedge) begin
            if (bitcnt > 0) begin
                byte_data_sent <= {byte_data_sent[22:0], 1'b0};
            end
        end
    end
end
assign MISO = byte_data_sent[23];
reg[5:0] satset_r;
reg[23:0] last_byte_data_received;
always @(posedge clk) begin
    if(byte_received) begin
        last_byte_data_received <= byte_data_received;
        if (byte_data_received[23:16] == 8'd1) begin
            satset_r <= byte_data_received[5:0] - 5'd1;
        end
        else if(byte_data_received[23:16] == 8'd2) begin
            dopset <= byte_data_received[11:0];
        end
        else if(byte_data_received[23:16] == 8'd3) begin
            pwmset <= byte_data_received[9:0];
        end
    end
end
assign satset = satset_r[4:0];
endmodule
module acounter #(
    parameter M = 1024
)(
    input wire clk, arst, en,
    output reg [$clog2(M) - 1 : 0] cnt,
    output co
);
    assign co = en & (cnt == M-1);
    always @(posedge clk or posedge arst) begin
        if(arst) cnt <= 0;
        else if(en) begin
            if(cnt < M - 1) cnt = cnt + 1'b1;
            else cnt <= 0;
        end
    end
endmodule
module counter #(
    parameter M = 1024
)(
    input wire clk, rst, en,
    output reg [$clog2(M) - 1 : 0] cnt,
    output co
);
    assign co = en & (cnt == M-1);
    always @(posedge clk) begin
        if(rst) cnt <= 0;
        else if(en) begin
            if(cnt < M - 1) cnt = cnt + 1'b1;
            else cnt <= 0;
        end
    end
endmodule
module dopplertracker (
  input wire clk, rst,
  input wire [11:0] dopset,
  input wire [9:0] pwmset,
  input wire ifin, codetrack, doptrack,
  output reg [11:0] iffreq,
  output [9:0] pwmvalue,
  output pwm
);
  assign pwmvalue = daccounter;
  wire [11:0] ifcnt;
  counter #(122760)
  counter100 (.clk(clk), .rst(rst), .en(1'b1), .cnt(), .co(clk200));  
  counter #(8)
  counter25 (.clk(clk), .rst(rst), .en(clk200), .cnt(), .co(clk25));  
  edgetopulse2 clk25pulsetoedge(.clk(clk), .sig(clk25), .pe(clk25edge));
  acounter #(4096)
  counterif (.clk(ifin), .arst(clk25edge), .en(1'b1), .cnt(ifcnt), .co());
  initial begin
      ifcomp <= 1'b1;
  end
  reg ifcomp;
  always @(posedge clk) begin
      if(clk25) begin
          iffreq <= ifcnt;
          if(ifcnt > dopset) begin
              ifcomp <= 1'b0;
          end
          else begin
              ifcomp <= 1'b1;
          end
      end
  end
  wire intclk, ud;
  assign intclk = (doptrack && codetrack) ? clk25 : clk200;
  assign ud = (doptrack && codetrack) ? ifcomp : 1'b1;
  intcounter #(64)
  dopplerintcounter (.clk(clk), .rst(rst), .en(intclk), .ud(ud), .add(add), .sub(sub));  
  reg [9:0] daccounter;
  always @(posedge clk) begin
      if(rst) begin
          daccounter <= pwmset;
      end
      else begin
          if(add) begin
              daccounter <= daccounter + 1'b1;
          end
          else if(sub) begin
              daccounter <= daccounter - 1'b1;
          end
      end
  end
  pwm #(10)
  pwmdac (.clk(clk), .rst(rst), .data(daccounter), .pwm(pwm));
endmodule
module edgetopulse (
    input wire clk, sig,
    output pe
);
    reg sigdly;
    always @(posedge clk) begin
	      sigdly <= sig;
	  end
    assign pe = sig & ~sigdly;
endmodule
module edgetopulse2 (
    input wire clk, sig,
    output pe
);
    reg [1:0] sigdly;
    always @(posedge clk) begin
	      sigdly <= {sigdly[0],sig};
	  end
    assign pe = sigdly[1] & ~sigdly[0];
endmodule
module intcounter #(
    parameter M = 1024
)(
    input wire clk, rst, en, ud,
    output reg add, sub
);
    reg [$clog2(M) - 1 : 0] cnt;
    assign co = en & (cnt == M-1);
    always @(posedge clk) begin
        if(rst) cnt <= 0;
        else if(en) begin
            if(ud) begin
                if(cnt < M - 1) begin
                    cnt = cnt + 1'b1;
                    add <= 1'b0;
                    sub <= 1'b0;
                end
                else begin
                    cnt <= 0;
                    add <= 1'b1;
                    sub <= 1'b0;
                end
            end
            else begin
                if(cnt > 0) begin
                    cnt = cnt - 1'b1;
                    add <= 1'b0;
                    sub <= 1'b0;
                end
                else begin
                    cnt <= M - 1;
                    sub <= 1'b1;
                    add <= 1'b0;
                end
            end
        end
        else begin
            add <= 1'b0;
            sub <= 1'b0;
        end
    end
endmodule
module ncocounter #(
    parameter M = 24
)(
    input wire clk, rst,
    input wire adv, ret,
    output cq, ci
);
    reg [M : 0] cnt;
    reg retg, advg;
    reg finish;
    always @(posedge clk) begin
        if(rst) begin
            cnt <= 1;
            finish <= 1'b0;
        end
        else begin
            if(advg && cnt[M - 1] == 1'b0) begin
                cnt <= {2'b0, cnt[M - 3 : 0], cnt[M - 2]};
                if (cnt[M - 2]) begin
                    finish <=1'b1;
                end
            end
            else if(retg) begin
                cnt <= {cnt, cnt[M]};
                if (cnt[M]) begin
                    finish <=1'b1;
                end
            end
            else begin
                cnt <= {1'b0, cnt[M - 2 : 0], cnt[M - 1]};
                if (finish && cnt[1]) begin
                    finish <= 1'b0;
                end
            end
        end
    end
    always @(posedge clk) begin
        if(rst || finish) begin
            retg <= 1'b0;
            advg <= 1'b0;
        end
        else if(ret) begin
            retg <= 1'b1;
        end
        else if(adv) begin
            advg <= 1'b1;
        end
    end
    assign cq = cnt[0];
    assign ci = cnt[M / 2];
endmodule
module pwm # (
    parameter WIDTH = 12
)(
    input wire clk, rst,
    input wire [WIDTH - 1:0] data,
    output reg pwm
);
    reg[WIDTH - 1:0] cnt;
    always @(posedge clk) begin
        if(rst) begin
            cnt <= 0;
        end
        else begin
            cnt <= cnt + 1'b1;
        end
    end
    always @(posedge clk) begin
        pwm <= (data > cnt);
    end
endmodule
module shiftreg #(
    parameter DW = 10
)(
    input wire clk, rst, shift,
    input wire [DW - 1 : 0] d,
    input wire serial_in,
    output reg [DW - 1 : 0] q
);
    always @(posedge clk) begin
        if(rst) q <= d;
        else if(shift) q <= {q, serial_in};
    end
endmodule
module top (
    input wire clk,
    input wire rst,
    input wire dataclkrst,
    input wire codesign,
    input wire ifin,
    input wire codetrack,
    input wire doptrack,
    input wire sck, en, mosi,
    output miso,
    output ditherCAcode,
    output epoch,
    output dataclk,
    output pwm,
    output data,
    output USBPU            
);
    assign ditherCAcode_m = ditherCAcode;
    assign epoch_m = epoch;
    assign dataclk_m = dataclk;
    assign data_m = data;
    assign USBPU = 0;
    wire [4:0] satset;
    wire [11:0] dopset;
    wire [9:0] pwmset;
    wire [11:0] iffreq;
    wire [9:0] pwmvalue;
    SPIslave keyboardcomm (
        .clk(clk),
        .SCK(sck),
        .SSEL(en),
        .MOSI(mosi),
        .MISO(miso),
        .iffreq(iffreq),
        .pwmvalue(pwmvalue),
        .satset(satset),
        .dopset(dopset),
        .pwmset(pwmset)
    );
    CAtracker codetracker (
        .clk(clk),
        .rst(rst),
        .codesign(codesign),
        .codetrack(codetrack),
        .dataclkrst(dataclkrst),
        .sat(satset),
        .dither(dither),
        .CAcode(CAcode),
        .ditherCAcode(ditherCAcode),
        .epoch(epoch),
        .dataclk(dataclk),
        .ci(codeclk),
        .codeNCOud(codeNCOud),
        .data(data)
      );
    dopplertracker doptracker(
        .clk(clk),
        .rst(rst),
        .dopset(dopset),
        .pwmset(pwmset),
        .ifin(ifin),
        .codetrack(codetrack),
        .doptrack(doptrack),
        .iffreq(iffreq),
        .pwmvalue(pwmvalue),
        .pwm(pwm)
    );
endmodule
```
`flow/run.sh`:
```
#!/bin/bash
# OpenROAD 26Q1-2900-gdf79404cd8, Yosys 0.63+post, stock flow scripts
make -C /OpenROAD-flow-scripts/flow DESIGN_CONFIG=/design/flow/config.mk WORK_HOME=/design/flow/orfs finish
```
==> reports/notes.md <==
The flow ran to the end, and the final reports show no timing, DRC or antenna violations. TritonCTS built the clock tree. The script computed a power per unit cell area of 398 nW/µm². For the worst setup path, the data required time is 3.68 ns. For this design, Yosys synthesis ends with a cell count of 1120. In this run, synthesis inferred 110 flip-flops with an integrated enable. The horizontal die size was 200 µm; the number of placement rows was 72.

Logged for this run, the post-placement worst setup slack is 1.53 ns. The final hold violation count recorded for this run is 0. The final max-slew violation count is 0, and the met3 routing resource usage after global routing is 0.0239. The area added between synthesis and finish was 15.3%; the synthesized area per cell was 10.5 µm².

For this run, design rule violations remaining after detail routing come to 0. The tools report the final setup violation count as 0. The standard cell area after detailed placement was 12400 µm²; the number of vias per cell after detailed routing was 4.50. According to the floorplan report, the total die area is 39800 µm². The worst path setup slack after routing came out at 1.23 ns. For the count of hold buffers inserted by post-cts repair, the log shows 0.

For the starting density of the core, the log shows 0.304. Listed in order, past its start point the critical path passes nand4_1, nor4_2, buf_4, nand2_1, nor4b_1, clkdlybuf4s50_1. The logs give 12900 µm for the detailed placement HPWL and 11700 µm² for the yosys-reported design area after synthesis. First-pass GRT wire length: 34400 µm. With the share of the yosys chip area belonging to registers at 0.550, the gate count after technology mapping is 1120.

On the critical path, the stage with the largest delay is an instance of clkdlybuf4s50_1. The run gives 0.00496 µW for the cell leakage power. The worst setup path is launched from a flop. The warning tally printed by Yosys for this design is 42.

STA lists the maximum fanout along the critical path as 11. 17 I/O pins were placed. The tools report the number of global-route vias before repair as 7180. Adding up every negative setup slack in the final design gives 0 ns. The tools report the total iterations of the first detailed-routing run as 4. The layout has 3771 filler cells. Checking hold timing, the worst path is listed with class flop to flop.

Number of port buffers: 14. Number of routed nets with antenna violations: 0. The count of buffers added by post-CTS timing repair for setup is 0, and the vertical die dimension is 200 µm. Looking at the global route congestion table, the highest-usage layer is met1. The leading register cell type out of synthesis was dfxtp_1. The arrival time of data at the critical path endpoint was 2.45 ns. The detailed router reported a total wirelength of 20000 µm. With the final standard cell area without fillers at 13500 µm², the number of buffer and inverter stages on the critical path is 2. With the cell area after technology mapping at 11700 µm², the share of async-settable or async-resettable flops after synthesis is 0.0455. Among all stages on the critical path, the maximum delay recorded is 0.51 ns.

The run gives 38600 µm² for the floorplan core area. Across the routed clock network, the largest skew measured is 0.00602 ns. Max-capacitance violation count: 0. The run gives 0.107 for the overall fraction of global-route tracks in use. The synthesis stat section lists a flop and latch total of 264. Element type at the critical path end: a primary output.

The total global routing overflow was 0. The starting DRC count in detailed routing is 358. With the routability congestion estimate at 0.877, the CTS clock-pin slew for the worst setup and hold paths is 0.06 ns.

The final route contains 7531 vias. The global-route met1 utilization is 0.166. The fraction of final layout cells with drive strength greater than 1 is 0.0632, and the transition time of the tightest slew-check pin is 0.782 ns. The logs give a warning total of 36.

The total inserted antenna cells was 0; the initial antenna violation count was 0. The global-route track usage on met2 was 0.158; the number of distinct library cells after synthesis was 66. In this run, post-CTS repair resized a total of 0 instances. The cell type group with the largest total delay on the critical path was simple AND/OR/NAND/NOR gates.

The logs give 0.242 mV for the worst voltage drop across the vdd grid and 0.479 for the relative slew slack. The clock tree has to reach 264 sinks. Setup repair after global routing left no endpoint under its margin.

Average wire length per cell after detail routing: 12.0 µm. Worst setup path category: flop to primary output. The maximum number of pins on one net before global-route repair is 43.
-- power by group --
part / leakage, µW / switching, µW / internal, µW / total (µW)
Clock: 0.000538 / 932 / 1650 / 2580
Sequential: 0.00232 / 48.5 / 2490 / 2540
Combinational: 0.00211 / 134 / 115 / 249
-- final timing paths --
check	startpoint	endpoint	slack [ns]	cells past startpoint
setup / recovery	codetracker.pagenerator.the_shiftreg1.q[9]	dataclk	1.23	6
hold reg to reg	doptracker.counterif.cnt[11]	doptracker.iffreq[11]	0.24	0
max in group clk1	doptracker.counterif.cnt[1]	doptracker.counterif.cnt[3]	2.90	6
hold / removal	doptracker.counterif.cnt[11]	doptracker.iffreq[11]	0.24	0
min in group clk1	doptracker.counterif.cnt[0]	doptracker.counterif.cnt[0]	0.54	1
max in group asynchronous	doptracker.clk25pulsetoedge.sigdly[0]	doptracker.counterif.cnt[10]	3.58	1
min in group asynchronous	doptracker.clk25pulsetoedge.sigdly[1]	doptracker.counterif.cnt[8]	0.56	1
setup reg to reg	keyboardcomm.satset_r[4]	codetracker.pagenerator.code_reg.q[0]	1.84	8
-- layout make-up --
type,count,area [µm²],area share
clock buffers,39,857,0.0635
inverters,54,203,0.0150
well taps,518,648,0.0480
repair buffers,22,195,0.0145
flip-flops and latches,264,6450,0.477
multi-input cells,761,4910,0.364
clock inverters,15,239,0.0177
-- state kept, by name (all words and copies together) (netlist names), 8 cells and up --
signal,cells
codetracker.nco.cnt,25
keyboardcomm.byte_data_received,24
keyboardcomm.byte_data_sent,24
doptracker.counter100.cnt,17
doptracker.counterif.cnt,12
doptracker.iffreq,12
keyboardcomm.dopset,12
codetracker.counter32k.cnt,10
codetracker.pagenerator.the_shiftreg1.q,10
codetracker.pagenerator.the_shiftreg2.q,10
doptracker.daccounter,10
doptracker.pwmdac.cnt,10
keyboardcomm.pwmset,10
codetracker.counter64k.cnt,9
codetracker.codeintcounter.cnt,8
keyboardcomm.last_byte_data_received,8
-- cells in the final DEF (no fill, tap or decap), types with 5 or more instances in the layout --
cell type,netlist,layout
o21ai_0,58,58
xor2_1,33,33
nand3_1,49,49
nand2b_1,8,8
clkinv_2,0,5
dfxtp_1,142,142
o21a_1,7,7
and3_1,22,22
edfxtp_1,110,110
nor3_1,21,21
nor2_1,109,109
buf_4,1,8
o211ai_1,5,5
and2_1,16,16
clkbuf_16,0,32
a21o_1,10,10
nor3b_1,8,8
dfrtp_1,12,12
xnor2_1,49,49
inv_1,53,53
nand4_1,15,15
nor2b_1,38,37
o31ai_1,8,8
or3_1,5,5
bufinv_16,0,6
mux2i_1,33,33
ha_1,54,54
a21oi_1,40,39
clkdlybuf4s50_1,0,13
a31oi_1,6,6
nand2_1,104,104
-- cells in the mapped netlist, drive strengths merged (3+ instances only) --
| master | n | share of area |
|---|---|---|
| xor2 | 33 | 0.025 |
| nor2 | 109 | 0.035 |
| o31ai | 8 | 0.0051 |
| inv | 54 | 0.017 |
| edfxtp | 110 | 0.28 |
| nand3 | 49 | 0.021 |
| o211ai | 5 | 0.0032 |
| nand3b | 3 | 0.0019 |
| a21oi | 40 | 0.017 |
| nand4 | 15 | 0.0080 |
| nand2 | 104 | 0.033 |
| and2 | 16 | 0.0085 |
| dfrtp | 12 | 0.026 |
| mux2i | 33 | 0.028 |
| or3 | 5 | 0.0027 |
| nor3b | 8 | 0.0051 |
| a211oi | 4 | 0.0026 |
| buf | 10 | 0.0041 |
| nand2b | 8 | 0.0043 |
| clkbuf | 31 | 0.0099 |
| o31a | 3 | 0.0022 |
| o21a | 7 | 0.0045 |
| dfxtp | 142 | 0.24 |
| a21boi | 4 | 0.0026 |
| nor4b | 5 | 0.0050 |
| a21o | 10 | 0.0064 |
| or4b | 3 | 0.0026 |
| nor3 | 21 | 0.0090 |
| and3 | 22 | 0.012 |
| o21ai | 61 | 0.026 |
| ha | 54 | 0.058 |
| nor2b | 38 | 0.020 |
| xnor2 | 49 | 0.037 |
| a31oi | 6 | 0.0032 |
| nor4 | 5 | 0.0027 |
| o22ai | 4 | 0.0021 |
-- cells by family after synthesis --
family	share of synthesized area
DFF	0.550
buffers and inverters	0.0313
adders and majority gates	0.0594
xor gates and xnor gates	0.0632
AOI/OAI and AO/OA	0.0879
muxes	0.0320
and+or+nand+nor	0.175
other	0.000320
-- through the flow --
stage	utilization	hold slack [ns]	power, µW	instances
2_1_floorplan	-	0.184	2760	1120
3_3_place_gp	0.322	0.264	2830	1619
3_5_place_dp	0.322	0.253	2840	1619
4_1_cts	0.350	0.212	5450	1673
5_1_grt	0.350	0.230	5590	1673
6_report	0.350	0.236	5370	1673
-- routing by layer --
layer  vias up  part of all wire
li1       3935                 -
met1      3459              0.51
met2       101              0.42
met4         0             0.024
met3        36             0.044
met5         -                 0
No activity file was given, so power comes from the tool's default toggle rates.
